File: ./run.sh
#!/bin/bash
# OpenROAD 26Q1-2900-gdf79404cd8, Yosys 0.63+post, stock flow scripts
make -C /OpenROAD-flow-scripts/flow DESIGN_CONFIG=/design/flow/config.mk WORK_HOME=/design/flow/orfs finish
File: ./config.mk
export PLATFORM = sky130hd
export DESIGN_NAME = ExceptionUnit
export DESIGN_NICKNAME = ExceptionUnit
export VERILOG_FILES = /design/flow/design.v
export SDC_FILE = /design/flow/constraint.sdc
export NUM_CORES = 4
export LEC_CHECK = 1
export CORE_UTILIZATION = 50
File: ./constraint.sdc
current_design ExceptionUnit

set clk_period 18.1
set clk_io_pct 0.2

create_clock -name clk0 -period $clk_period [get_ports {clk}]

set non_clock_inputs [all_inputs -no_clocks]
set_input_delay [expr $clk_period * $clk_io_pct] -clock clk0 $non_clock_inputs
set_output_delay [expr $clk_period * $clk_io_pct] -clock clk0 [all_outputs]
File: ./design.v
`timescale 1ns / 1ps
module CSRRegs(
    input clk, rst,
    input[11:0] raddr, waddr,   
    input[31:0] wdata,
    input csr_w,
    input[1:0] csr_wsc_mode,  
    output[31:0] rdata,   
    output[31:0] mstatus,
    output[31:0] mtvec,
    output[31:0] mepc,   
    output[31:0] mie,
    input interrupt,
    input[31:0] mepc_w,   
    input[31:0] mcause_w,
    input[31:0] mtval_w,
    input mret,
    output[3:0] waddr_map
);
    reg TO_BE_FILLED = 0;
    reg[31:0] CSR[0:15];
    wire raddr_valid = raddr[11:7] == 5'h6 && raddr[5:3] == 3'h0;
    wire[3:0] raddr_map = (raddr[6] << 3) + raddr[2:0];
    wire waddr_valid = waddr[11:7] == 5'h6 && waddr[5:3] == 3'h0;
    assign waddr_map = (waddr[6] << 3) + waddr[2:0];   
    assign mstatus = CSR[0];
    assign mepc = CSR[9];
    assign mtvec = CSR[5];
    assign mie = CSR[4];
    assign rdata = CSR[raddr_map];
    always@(posedge clk or posedge rst) begin
        if(rst) begin
			CSR[0] <= 32'h88; 
			CSR[1] <= 0;
			CSR[2] <= 0;
			CSR[3] <= 0;
			CSR[4] <= 32'hfff; 
			CSR[5] <= 0; 
			CSR[6] <= 0;
			CSR[7] <= 0;
			CSR[8] <= 0;
			CSR[9] <= 0; 
			CSR[10] <= 0; 
			CSR[11] <= 0; 
			CSR[12] <= 0;
			CSR[13] <= 0;
			CSR[14] <= 0;
			CSR[15] <= 0;
		end
        else if(interrupt) begin
            CSR[0][7] <= CSR[0][3];   
            CSR[0][3] <= 0;   
            CSR[9] <= mepc_w;       
            CSR[10] <= mcause_w;   
            CSR[11] <= mtval_w;  
        end
        else if(mret) begin
            CSR[0][3] <= CSR[0][7];   
            CSR[0][7] <= 1;   
        end
        else if(csr_w) begin
            case(csr_wsc_mode)
                2'b01: CSR[waddr_map] <= wdata;  
                2'b10: CSR[waddr_map] <= CSR[waddr_map] | wdata;  
                2'b11: CSR[waddr_map] <= CSR[waddr_map] & ~wdata;   
                default: CSR[waddr_map] <= wdata;
            endcase            
        end
    end
endmodule
`timescale 1ns / 1ps
module ExceptionUnit(
    input clk, rst,
    input csr_rw_in,   
    input[1:0] csr_wsc_mode_in,  
    input csr_w_imm_mux,   
    input[11:0] csr_rw_addr_in,   
    input[31:0] csr_w_data_reg,   
    input[4:0] csr_w_data_imm,    
    output[31:0] csr_r_data_out,   
    input interrupt,   
    input illegal_inst,    
    input l_access_fault,   
    input s_access_fault,   
    input ecall_m,        
    input mret,
    input[31:0] epc_cur,    
    input[31:0] epc_next,   
    output[31:0] PC_redirect,
    output redirect_mux,
    output reg_FD_flush, reg_DE_flush, reg_EM_flush, reg_MW_flush, 
    output RegWrite_cancel
);
    reg TO_BE_FILLED = 0;
    reg[11:0] csr_waddr;
    reg[31:0] csr_wdata;
    reg csr_w;
    reg[1:0] csr_wsc;
    wire[11:0] csr_raddr;
    wire[31:0] csr_rdata;
    wire[31:0] mstatus;
    wire[31:0] mepc;
    wire[31:0] mtvec;
    wire[31:0] mie;
    wire interrupt_or_exception;
    wire[31:0] mepc_w;   
    wire[31:0] mcause_w;
    wire[31:0] mtval_w;
    wire[3:0] waddr_map;
    wire enable_exception;
    wire [3:0] exception_index;
    assign exception_index = {4{illegal_inst}} & 4'b0010 | 
                             {4{l_access_fault}} & 4'b0101 | 
                             {4{s_access_fault}} & 4'b0111 | 
                             {4{ecall_m}} & 4'b1011;
    assign enable_exception = mstatus[3];  
    assign interrupt_or_exception = interrupt | illegal_inst | l_access_fault | s_access_fault | ecall_m;
    assign reg_FD_flush = interrupt_or_exception | mret;    
    assign reg_DE_flush = interrupt_or_exception | mret;    
    assign reg_EM_flush = interrupt_or_exception | mret;    
    assign reg_MW_flush = interrupt_or_exception | mret;    
    assign RegWrite_cancel = interrupt_or_exception;   
    assign redirect_mux = interrupt_or_exception | mret;   
    assign PC_redirect = mret ? mepc : mtvec;    
    assign csr_raddr = csr_rw_addr_in;  
    assign mepc_w = interrupt ? epc_next : epc_cur;   
    assign mcause_w = {interrupt,{27{1'b0}},exception_index};
    assign mtval_w = epc_cur;   
    assign csr_r_data_out = csr_rdata;
    CSRRegs csr(.clk(clk),.rst(rst),.csr_w(csr_w),.raddr(csr_raddr),.waddr(csr_waddr),
        .wdata(csr_wdata),.rdata(csr_rdata),.mstatus(mstatus),.csr_wsc_mode(csr_wsc),
        .mtvec(mtvec),.mepc(mepc),.interrupt(interrupt_or_exception),.mepc_w(mepc_w),
        .mcause_w(mcause_w),.mtval_w(mtval_w),.mret(mret),.waddr_map(waddr_map),.mie(mie));
    always @ (negedge clk or posedge rst) begin
        if(rst) begin
          csr_waddr<=0;
          csr_wdata<=0;
          csr_w<=0;
          csr_wsc<=0;
        end
        else begin
            if(csr_rw_in) begin
                csr_waddr <= csr_rw_addr_in;
                csr_wdata <= csr_w_imm_mux ? {{27{1'b0}},csr_w_data_imm} : csr_w_data_reg;
                csr_w <= 1;
                csr_wsc <= csr_wsc_mode_in;
            end 
            else begin
                csr_waddr<=0;
                csr_wdata<=0;
                csr_w<=0;
                csr_wsc<=0;
            end            
        end
    end
endmodule
==> impl_metrics.yaml <==
# flow metrics
status:
  outcome: "completed"
clocking:
  cts_htree_levels: 2
  cts_hold_buf: 0
  cts_sinks: 551
  ctsLongestPathBuffers: 3
  cts.repair.resized: 0
  insertion_delay_ns: 0.65
  post-cts-setup-buffers: 0
  clkTransAtPathRegs_ns: 0.06
  numCtsBuffers: 60
  buffer_type_at_the_clock_tree_root: "clkbuf_16"
  tritoncts_clock_tree: "yes"
setup_path:
  crit_path_top_delay_cell: "clkdlybuf4s50_1"
  critical-path-top-delay-family: "buffers and inverters"
  worst_setup_path_class: "input pin to flip-flop"
  critPathCaptureType: "flip-flop"
  worst_ep_required_time_ns: 9.69
  cp_cell_sequence: "clkdlybuf4s50_1, nor2b_4, buf_4, and2_1"
  crit_path_max_incr_delay_ns: 0.81
  cp_num_buf_inv: 2
  worstPathArrival_ns: 5.70
  start_kind: "input pin"
  crit_path_max_fanout: 15
placement:
  place_inst: 4056
  placedInstanceArea_um2: 32800
  place_congestion: 1.02
  port_buffers: 186
  dp_hpwl_um: 90500
drt:
  drc: 0
  drt_pass1_iterations: 23
  drt.antenna.violating_nets: 0
  via_count: 30000
  post_drt_via_cell_ratio: 7.20
  wl_um: 148000
  detail_route.iter0.violations: 3260
  routedWlPerCell_um: 35.4
die:
  die_y_um: 248
  core.rowCount: 89
  die_width_um: 248
  initial_core_util: 0.509
  num_io_pins: 195
  die_area_um2: 61400
  core_region_area_um2: 59400
yosys:
  synth.cell_area_um2: 30200
  yosysChipArea_um2: 30200
  async_reset_ff_frac: 1.00
  post_synth_main_area_contributors: "dfrtp_1 41%, a21oi_1 5.6%, nor2_1 5.2%"
  synth_stat.cells: 3281
  ys_ff: 551
  syn_area_per_cell_um2: 9.20
  ys_top_cells_by_count: "498 x dfrtp_1, 422 x nor2_1, 337 x a21oi_1, 234 x o21ai_0, 223 x nand2_1"
  synth.largest_area_cell: "dfrtp_1"
  flop_cell: "dfrtp_1"
  postSynthSeqShare: 0.457
  synth_top_area_share: 0.413
  synth-warning-count: 3
  gate_count_after_technology_mapping: 3281
  synth_dominant_cell_count: "dfrtp_1"
  synth-edff-count: 0
  netlist-cell-type-count: 76
final_timing:
  grt_setup_unrepaired: "no"
  timing.final.setup_violations: 0
  final.hold.worst_slack_ns: 0.492
  worst_clock_skew_ns: 0.0434
  tightest_slew_ns: 1.36
  final_max_slew_viol_count: 0
  max-slew-margin-rel: 0.0841
  hold_violations: 0
power_and_ir_drop:
  share_comb_of_total_power: 0.139
  clock_power_share: 0.426
  max-vdd-ir-drop_v: 0.000115
  power_density_nw_per_um2: 86.4
  leakage_nw: 14.3
  power_report.internal_total_mw: 2.16
  p_switching_uw: 849
  p_seq_frac: 0.435
  power_switching_share: 0.282
global_route:
  grt_first_pass_wirelength_um: 210000
  grt-ovfl-total: 0
  largest_net_degree_at_the_start_of_global_routing: 115
  global_route.usage.total: 0.511
  first_global_vias: 29100
  grt_antenna_before_repair: 6
job:
  cap_violations: 0
  tool_warnings: 40
layout:
  finalCoreUtilization: 0.588
  syn2layout_area_growth_pct: 15.5
  design_area_um2: 34900
  n_fill_cell: 4979
  layoutNonFillerInstCount: 4175
  layout-drive-gt1-share: 0.144
hold_path:
  timing.hold.worst.class: "flip-flop to flip-flop"
-- cell type report --
type / count / area [µm²] / share of cell area
diodes: 7 / 17.5 / 0.000502
flip-flops and latches: 551 / 13800 / 0.396
clock inverters: 25 / 251 / 0.00721
well taps: 773 / 967 / 0.0277
repair buffers: 333 / 3000 / 0.0860
multi-input cells: 2381 / 15000 / 0.429
inverters: 18 / 71.3 / 0.00205
clock buffers: 87 / 1790 / 0.0515
-- per-layer routing --
metal	wire, µm	share of wire	GRT usage	up-vias
li1	-	-	-	12400
met1	51300	0.35	0.660	14500
met2	60000	0.41	0.682	2504
met3	23600	0.16	0.271	700
met4	12700	0.086	0.325	6
met5	80	0.00054	0	-
-- per-stage QoR --
stage	TNS (ns)	total power [mW]	worst slack, ns
6_report	0	3.01	3.99
5_1_grt	0	3.08	3.89
4_1_cts	0	3.00	4.03
3_5_place_dp	0	1.73	3.39
3_3_place_gp	0	1.73	3.38
2_1_floorplan	-71.23	1.53	-1.83
-- state kept, by name, summed over array words and instances, names as in the netlist --
name,flops
csr.CSR,512
csr_w,1
csr_waddr,4
csr_wdata,32
csr_wsc,2
-- tightest hold or removal path, delay by kind of cell, from the launching register on --
kind / cells / cell delay, ns
AOI/OAI and AO/OA: 1 / 0.07
DFF: 1 / 0.37
and+or+nand+nor: 1 / 0.04
-- kinds of logic after synthesis --
family / share of synthesized area
simple gates: 0.126
mux: 0.0697
flops: 0.457
buf+inv: 0.0533
compound gates: 0.294
-- path summary, 6_finish.rpt --
| path | startpoint | end | slack, ns | depth (start not counted) |
|---|---|---|---|---|
| min in group asynchronous | rst | csr.CSR[2][26]$_DFFE_PP0P_ | 3.40 | 2 |
| max in group asynchronous | rst | csr_wdata[19]$_DFF_NP0_ | 4.16 | 4 |
| worst max-delay path | csr_rw_in | csr_wdata[19]$_DFF_NP0_ | 3.99 | 4 |
| worst min-delay path | csr.CSR[4][9]$_DFFE_PP1P_ | csr.CSR[4][9]$_DFFE_PP1P_ | 0.49 | 2 |
| worst max register to register | csr_waddr[0]$_DFF_NP0_ | csr.CSR[9][13]$_DFFE_PP0P_ | 4.23 | 9 |
| worst min register to register | csr.CSR[4][9]$_DFFE_PP1P_ | csr.CSR[4][9]$_DFFE_PP1P_ | 0.49 | 2 |
-- power by group through the flow --
stage         combinational (mW)  sequential, mW  clock (mW)
CTS                        0.403            1.31        1.29
global route               0.434            1.31        1.33
finish                     0.420            1.31        1.28
-- placed cells by master, fill, tap and decap left out, drive strengths merged, types with 87 or more instances in the layout --
| cell type | Yosys | final |
|---|---|---|
| dfrtp | 498 | 498 |
| nor2 | 427 | 427 |
| a21oi | 360 | 360 |
| o21ai | 248 | 248 |
| nand2 | 223 | 223 |
| a22oi | 196 | 196 |
| clkdlybuf4s50 | 0 | 180 |
| buf | 140 | 153 |
| mux2 | 127 | 127 |
| a31oi | 106 | 106 |
| a221oi | 104 | 104 |
| o22ai | 97 | 97 |
| clkbuf | 191 | 87 |
Power and IR drop assume default switching activity.
